`/design/flow/design.v`:
```
module ChipInterface #(parameter FRE = 25000000) (
    input logic clock,
    input logic confirm,
    input logic clear,
    input logic algorithm_select_mode,
    input reset,
    input logic enter0, enter1,
    output logic [5:0] led
  );
  logic confirm_sync, clear_sync, enter0_sync, enter1_sync, algorithm_select_mode_sync;
  logic enter0_valid_press, enter1_valid_press, clear_valid_press, confirm_valid_press, algorithm_select_mode_valid_press;
  logic [11:0] password_current, password_next;
  logic [11:0] password_ref;
  logic [5:0] OTP;
  logic change_current, change_next;
  logic [31:0] cnt_current, cnt_next;
  logic [1:0] wrong_password_time_current, wrong_password_time_next;
  logic algorithm_selet_current, algorithm_selet_next;
  logic [2:0] algorithm_mode_current, algorithm_mode_next;
  password_generator password_generator_inst(
    .clock(clock),
    .reset(reset),  
    .algorithm_select(algorithm_mode_current),
    .OTP(OTP), 
    .password(password_ref));
  FF2_Synchronizer confirm_sync_ (
    .clock(clock),
    .button(confirm),
    .sync_button(confirm_sync)
  );
  FF2_Synchronizer clear_sync_ (
    .clock(clock),
    .button(clear),
    .sync_button(clear_sync)
  );
  FF2_Synchronizer enter0_sync_ (
    .clock(clock),
    .button(enter0),
    .sync_button(enter0_sync)
  );
  FF2_Synchronizer enter1_sync_ (
    .clock(clock),
    .button(enter1),
    .sync_button(enter1_sync)
  );
  FF2_Synchronizer algorithm_select_mode_sync_ (
    .clock(clock),
    .button(algorithm_select_mode),
    .sync_button(algorithm_select_mode_sync)
  );
  button_handler confirm_valid(.clock(clock), .reset(reset), .btn(confirm_sync), .valid_press(confirm_valid_press));
  button_handler clear_valid(.clock(clock), .reset(reset), .btn(clear_sync), .valid_press(clear_valid_press));
  button_handler enter0_valid(.clock(clock), .reset(reset), .btn(enter0_sync), .valid_press(enter0_valid_press));
  button_handler enter1_valid(.clock(clock), .reset(reset), .btn(enter1_sync), .valid_press(enter1_valid_press));
  button_handler algorithm_select_mode_valid(.clock(clock), .reset(reset), .btn(algorithm_select_mode_sync), .valid_press(algorithm_select_mode_valid_press));
  OTP_generator inst_OTP_generator(.clock(clock), .reset(reset), .change(change_current), .OTP(OTP));
  typedef enum logic [2:0] {IDLE = 3'b000, 
                            TIMEOUT = 3'b001, 
                            INPUT = 3'b010, 
                            VERIFY = 3'b011, 
                            PASS = 3'b100, 
                            FAIL = 3'b101, 
                            LOCK = 3'b110,
                            ALGO_SELECT = 3'b111} state_t;
  state_t current_state, next_state;
  always_ff @(posedge clock or posedge reset) begin 
    if(reset) begin
      current_state <= IDLE;
      password_current <= 0;
      change_current <= 0;
      wrong_password_time_current <= 0;
      algorithm_selet_current <= 0;
      algorithm_mode_current <= 0;
      cnt_current <= 0;
    end
    else begin
      current_state <= next_state;
      password_current <= password_next;
      change_current <= change_next;
      wrong_password_time_current <= wrong_password_time_next;
      algorithm_selet_current <= algorithm_selet_next;
      algorithm_mode_current <= algorithm_mode_next;
      cnt_current <= cnt_next;
    end
  end
  always_comb begin
    case(current_state)
      IDLE: begin
        wrong_password_time_next = wrong_password_time_current;
        algorithm_mode_next = algorithm_mode_current;
        if(cnt_current == 60 * FRE -1) begin
          next_state = TIMEOUT;
          password_next = 0;
          change_next = 1;
          algorithm_selet_next = 0;
          cnt_next = 0;
        end
        else if(algorithm_select_mode_valid_press) begin
            algorithm_selet_next = 1;
            next_state = INPUT;
            change_next = 0;
            password_next = 0;
            cnt_next = 0;
        end
        else if(enter0_valid_press)begin
           cnt_next = 0;
           next_state = INPUT;
           password_next = {password_current[10:0],1'b0};
           change_next = 0;
           algorithm_selet_next = 0;
        end 
        else if(enter1_valid_press)begin
           cnt_next = 0;
           next_state = INPUT;
           password_next = {password_current[10:0],1'b1};
           change_next = 0;
           algorithm_selet_next = 0;
        end 
        else begin
          cnt_next = cnt_current + 1;
          next_state = IDLE;
          password_next = 0;
          change_next = 0;
          algorithm_selet_next = 0;
        end
      end
      TIMEOUT: begin
        next_state = IDLE;
        wrong_password_time_next = wrong_password_time_current;
        cnt_next = cnt_current + 1;
        password_next = 0;
        change_next = 0;
        algorithm_selet_next = 0;
        algorithm_mode_next = algorithm_mode_current;
      end
      INPUT:begin
        wrong_password_time_next = wrong_password_time_current;
        cnt_next = 0;
        change_next = 0;
        algorithm_selet_next = algorithm_selet_current;
        algorithm_mode_next = algorithm_mode_current;
        if(confirm_valid_press) begin
           next_state = VERIFY;
           password_next = password_current;
        end
        else if(clear_valid_press) begin
           next_state = INPUT;
           password_next = 0;
        end
        else if(enter0_valid_press) begin
           next_state = INPUT;
           password_next = {password_current[10:0],1'b0};
        end 
        else if(enter1_valid_press)begin
           next_state = INPUT;
           password_next = {password_current[10:0],1'b1};
        end
        else begin
          next_state = INPUT;
          password_next = password_current;
        end
      end
      VERIFY: begin
        cnt_next = 0;
        password_next = 0;
        change_next = 0;
        algorithm_selet_next = algorithm_selet_current;
        algorithm_mode_next = algorithm_mode_current;
        if(password_current == password_ref) begin
            next_state = PASS;
            wrong_password_time_next = wrong_password_time_current;
        end
        else begin
            next_state = FAIL;
            wrong_password_time_next = wrong_password_time_current + 1;
        end
      end
      PASS: begin
        wrong_password_time_next = wrong_password_time_current;
        password_next = 0;
        algorithm_selet_next = algorithm_selet_current;
        algorithm_mode_next = algorithm_mode_current;
        if(cnt_current == 6 * FRE) begin
          if(algorithm_selet_current == 1) begin
              next_state = ALGO_SELECT;
              change_next = 0;
          end
          else begin
              next_state = IDLE;
              change_next = 1;
          end
          cnt_next = 0;
        end 
        else begin
          cnt_next = cnt_current + 1;
          next_state = PASS;
          change_next = 0;
        end
      end
      ALGO_SELECT : begin
        password_next = 0;
        cnt_next = 0;
        algorithm_selet_next = 0;
        wrong_password_time_next = wrong_password_time_current;
        if(confirm_valid_press) begin
           next_state = IDLE;
           algorithm_mode_next = algorithm_mode_current;
           change_next = 1;
        end
        else if(clear_valid_press) begin
           next_state = ALGO_SELECT;
           algorithm_mode_next = 0;
           change_next = 0;
        end
        else if(enter0_valid_press) begin
           next_state = ALGO_SELECT;
           algorithm_mode_next = {algorithm_mode_current[1:0],1'b0};
           change_next = 0;
        end 
        else if(enter1_valid_press)begin
           next_state = ALGO_SELECT;
           algorithm_mode_next = {algorithm_mode_current[1:0],1'b1};
           change_next = 0;
        end
        else begin
           next_state = ALGO_SELECT;
           algorithm_mode_next = algorithm_mode_current;
           change_next = 0;
        end
      end
      FAIL: begin
        algorithm_mode_next = algorithm_mode_current;
        wrong_password_time_next = wrong_password_time_current;
        password_next = 0;
        algorithm_selet_next = 0;
        if(cnt_current == 6 * FRE) begin
          change_next = 1;
          cnt_next = 0;
          next_state = LOCK;
        end 
        else begin
          cnt_next = cnt_current + 1;
          next_state = FAIL;
          change_next = 0;
        end
      end
      LOCK: begin
         algorithm_mode_next = algorithm_mode_current;
         cnt_next = cnt_current + 1;
         wrong_password_time_next = wrong_password_time_current;
         password_next = 0;
         algorithm_selet_next = 0;
         if(wrong_password_time_current == 1) begin
            if(cnt_current == 15 * FRE) begin
              next_state = IDLE;
              change_next = 1;
            end
            else begin
              next_state = LOCK;
              change_next = 0;
            end
         end
         else if (wrong_password_time_current == 2) begin
            if(cnt_current == 30 * FRE) begin
              next_state = IDLE;
              change_next = 1;
            end
            else begin
               next_state = LOCK;
              change_next = 0;
            end 
         end
         else begin
            if(cnt_current == 60 * FRE) begin
                 next_state = IDLE;
                 change_next = 1;
            end
            else begin
              next_state = LOCK;
              change_next = 0;
            end
         end
      end
    endcase
  end
  always_ff @(posedge clock or posedge reset) begin
    if(reset) led <= 6'b0;
    else if(current_state == PASS) led <= 6'b111111;
    else if(current_state == ALGO_SELECT) begin
        led = {4'b0, algorithm_mode_current};
    end
    else if(current_state == FAIL) begin
    if ((cnt_current >= FRE*1 && cnt_current < FRE*2) || 
        (cnt_current >= FRE*3 && cnt_current < FRE*4) || 
        (cnt_current >= FRE*5 && cnt_current < FRE*6))
        led <= 6'b0; 
    else
        led <= 6'b111111; 
    end
    else if(current_state == LOCK) led <= 6'b101010;
    else led <= OTP;
  end
endmodule
module password_generator(
    input logic clock,
    input logic reset,  
    input logic [2:0] algorithm_select,
    input logic [5:0] OTP,
    output logic [11:0] password
);
  always_ff @(posedge clock or posedge reset) begin
      if(reset) begin
          password <= 0;
      end
      else begin
        case(algorithm_select)
            3'd0: password <= OTP * 2 + 1;                    
            3'd1: password <= (OTP << 2) ^ 12'hA3; 
            3'd2: password <= (OTP * 3) + (OTP >> 1);         
            3'd3: password <= ~(OTP * 5) & 12'hFFF;           
            3'd4: password <= (OTP * OTP) % 4096;             
            3'd5: password <= ((OTP << 3) - OTP) ^ 12'h3C3;   
            3'd6: password <= {OTP[2:0], OTP[5:3]} + 12'h55A; 
            3'd7: password <= (OTP * 9) & 12'hFFF;            
        endcase
      end
  end
endmodule
module OTP_generator(
    input logic clock,
    input logic change,
    input reset,
    output logic [5:0] OTP 
);
    logic [5:0] lfsr;
    always_ff @(posedge clock or posedge reset) begin
        if (reset)
            lfsr <= 6'b101101;  
        else if (change)
            lfsr <= {lfsr[4:0], lfsr[5] ^ lfsr[3]};
    end
    assign OTP = lfsr;
endmodule
module button_handler (
    input  logic clock,        
    input  logic reset,
    input  logic btn,         
    output logic valid_press  
);
    parameter COUNT_MAX = 250_000;
    logic btn_pre;
    logic [$clog2(COUNT_MAX):0] count;
    logic armed;
    always_ff @(posedge clock or posedge reset) begin
        if (reset)
            btn_pre <= 0;
        else
            btn_pre <= btn;
    end
    always_ff @(posedge clock or posedge reset) begin
        if (reset) begin
            count <= 0;
            valid_press <= 0;
            armed <= 1;
        end else begin
            valid_press <= 0;  
            if (btn && btn_pre) begin  
                if (armed) begin
                    if (count < COUNT_MAX - 1) begin
                        count <= count + 1;
                    end else begin
                        valid_press <= 1;  
                        armed <= 0;        
                        count <= 0;
                    end
                end
            end else begin
                count <= 0;
                if (!btn) 
                    armed <= 1; 
            end
        end
    end
endmodule
module FF2_Synchronizer(
  input logic clock,
  input logic button,
  output logic sync_button
);
  logic [1:0] button_dff;
  always_ff @(posedge clock) begin
    button_dff[0] <= button;
    button_dff[1] <= button_dff[0];
  end
  assign sync_button = button_dff[1];
endmodule
`default_nettype none
module my_chip (
    input logic [11:0] io_in,  
    output logic [11:0] io_out,  
    input logic clock,
    input logic reset  
);
    ChipInterface #(.FRE(25000000)) chipInterface_inst(
        .clock(clock),
        .confirm(io_in[0]),
        .clear(io_in[1]),
        .algorithm_select_mode(io_in[2]),
        .reset(reset),
        .enter0(io_in[3]), 
        .enter1(io_in[4]),
        .led(io_out[5:0])
    );
endmodule
`default_nettype none
module toplevel_chip (
    input [13:0] io_in,
    output [13:0] io_out
);
    my_chip mchip (
        .io_in(io_in[11:0]),
        .io_out(io_out[11:0]),
        .clock(io_in[12]),
        .reset(io_in[13])
    );
    assign io_out[13:12] = 2'b00;
endmodule
```
`/design/flow/run.sh`:
```
#!/bin/bash
# OpenROAD 26Q1-2900-gdf79404cd8, Yosys 0.63+post, stock flow scripts
make -C /OpenROAD-flow-scripts/flow DESIGN_CONFIG=/design/flow/config.mk WORK_HOME=/design/flow/orfs finish
```
`/design/flow/config.mk`:
```
export PLATFORM = sky130hd
export DESIGN_NAME = toplevel_chip
export DESIGN_NICKNAME = toplevel_chip
export VERILOG_FILES = /design/flow/design.v
export SDC_FILE = /design/flow/constraint.sdc
export NUM_CORES = 4
export LEC_CHECK = 1
export CORE_UTILIZATION = 40
```
`/design/flow/constraint.sdc`:
```
current_design toplevel_chip

set clk_period 3.8
set clk_io_pct 0.2

create_clock -name clk0 -period $clk_period [get_ports {io_in}]

set non_clock_inputs [all_inputs -no_clocks]
set_input_delay [expr $clk_period * $clk_io_pct] -clock clk0 $non_clock_inputs
set_output_delay [expr $clk_period * $clk_io_pct] -clock clk0 [all_outputs]
```
==> Flow_metrics.wiki <==
== Run summary ==
{| class="wikitable"
! Metric !! Value
|-
| Yosys Chip Area || approximately 0.013 sq mm
|-
| Most used flip-flop cell || dfrtp_1
|-
| Critical path class || reg2reg
|-
| Portion of synthesized cell area occupied by the leading cell type || 36.05%
|-
| Result of the run || complete, but fails checks
|-
| Min Clock Period, post-route || 3.578 ns
|-
| Count of maximum capacitance violations || 0
|-
| Source-to-sink clock delay at the later pin of the worst-skew pair || 0.45 ns
|-
| Avg Vias per Cell || approximately 5.6
|-
| Register-to-Register Setup Slack || 0.22 ns
|-
| Tool Warnings || 710
|-
| Synthesized instance count || between 1000 and 1500
|-
| Num rows || roughly 64
|-
| Standby leakage power || 6.409 nW
|-
| Total power || 8.702 mW
|-
| Arrival time worst endpoint || just under 4 ns
|-
| Fill cells || between 2000 and 3000
|-
| Violated checks || hold timing
|-
| Post-detailed-route count of antenna-violating nets || 0
|-
| Final Setup Violations || 0
|-
| Number of cells on the worst reg-to-reg path || 13
|-
| Peak clock frequency supported by timing || 279.5 MHz
|-
| Boundary pin count || 28
|-
| Routed wirelength normalized by instance count || 15.65 um
|-
| Ratio of cells with drive above 1 in the final layout || 21.13%
|-
| Max-slew violation total from the final report || 0
|-
| Tightest Pin Transition || slightly above 0.9 ns
|-
| Die Height || 180.2 um
|-
| Ant diodes || 0
|-
| Pin count of the biggest net entering global routing || 33
|-
| Sort of element at the end of the critical path || register
|-
| Worst slew margin relative to its limit || 38.81%
|-
| Worst Min Path Start || io_in[2]
|-
| Initial DRC count || 761
|-
| Distinct lib cells used || 85
|-
| Total number of vias || 11427
|-
| Initial antenna violation count || 0
|-
| Sort of element at the start of the critical path || register
|-
| Clock transition at the register clock pins on the worst setup and hold paths after CTS || 0.05 ns
|-
| Number of global-route vias before repair || between 10000 and 15000
|-
| Netlist area before placement || 0.01270 sq mm
|-
| Worst IR Drop VDD || 407.3 uV
|-
| Chip Area || 0.03248 sq mm
|-
| Path type of the worst min-delay path || clk2reg
|-
| Total core area || 0.03091 sq mm
|-
| Overflow after GRT || 0
|-
| Starting density of the core || 41.10%
|-
| Synthesis Warnings || 11
|-
| X dimension of the die || 180.2 um
|-
| Number of search-and-repair iterations in the first detailed-routing pass || 5
|-
| Sequential fraction of the synthesis area || 39.69%
|-
| Largest cells by area after synthesis || dfrtp_1, ha_1, o21ai_0, nand2_1, xnor2_1
|-
| Final hold violation count || 5
|-
| Wire length after detailed routing || 32190 um
|-
| Ys async rst share || 95.07%
|-
| Crit path required time || 4.13 ns
|-
| Count of library flops with an enable pin || 0
|-
| Largest area contributor in the netlist || dfrtp_1
|-
| Most frequently used cell type in the post-synthesis netlist || dfrtp_1
|-
| Synth top cells by count || dfrtp_1, nand2_1, o21ai_0
|-
| Number of cells on the worst hold path || 0
|-
| First-pass GRT wire length || 54590 um
|-
| Number of buffers inserted by port buffering || 6
|-
| Number of cell instances after yosys synthesis || 1429
|-
| Final clock period utilization by the worst path || 94.15%
|-
| Area growth, synth to finish || 28.61%
|-
| HPWL Detailed || 20060 um
|-
| Global router's overall resource usage || 21.08%
|-
| Worst-path maximum fanout || 4
|-
| Final Wtd Congestion || roughly 0.96
|-
| Remaining routing DRC violations || 0
|-
| CTS tree || done
|-
| Power density relative to cell area || 532.6 mW/mm^2
|-
| Worst clock skew || between 0.004 and 0.005 ns
|-
| Synthesized area per cell || ~8.9 sq um
|-
| Synth Register Bits || ~200
|-
| Worst hold margin || -0.4300 ns
|}
-- cell type report --
cell class              count  area (sq um)  area share [%]
multi-input cells        1081          7114           43.54
flip-flops and latches    203          5042           30.86
clock inverters           221          2018           12.35
clock buffers              50          1131           6.923
well taps                 396         495.5           3.033
inverters                  73         274.0           1.677
repair buffers             33         262.8           1.608
-- repair_timing --
action / 4_1_cts / 5_1_grt
buffers inserted: 0 / 1
hold buffers: 0 / 0
setup endpoints to repair: 0 / 7
gates resized: 0 / 16
-- per-layer routing --
layer	vias to the layer above	global-route usage [%]	part of all wire, %
met1	5537	29.26	47
met4	0	11.56	2.7
met5	-	0	0
li1	5535	-	-
met2	290	27.77	44
met3	65	9.613	6.2
-- worst max path at each step --
stage              end  slack (ns)  cells past startpoint
CTS           register        0.06                     14
global route  register      -0.006                     16
finish        register        0.22                     13
-- kinds of logic (layout without fill, tap and decap cells) --
family                     Yosys count  in the layout  share of synthesized area (%)
xor gates and xnor gates            73             73                          5.033
other                                1              8                        0.02952
adders and majority gates           75             75                          8.096
and+or+nand+nor                    555            555                          23.02
muxes                                4              4                         0.3152
DFF                                203            203                          39.69
AOI/OAI and AO/OA                  366            366                          18.60
buffers and inverters              152            377                          5.220
-- power by group --
part | leakage [nW] | switching, mW | internal [mW]
combinational | 2.84 | 0.000152 | 0
sequential | 2.74 | 0 | 2.15
clock | 0.820 | 3.44 | 3.10
total | 6.41 | 3.44 | 5.26
-- flip-flops by register name, summed over array words and instances (netlist names), 2 cells and up, named ones only --
name / count
mchip.chipInterface_inst.led: 6
mchip.chipInterface_inst.enter0_valid.count: 19
mchip.chipInterface_inst.algorithm_select_mode_valid.count: 19
mchip.chipInterface_inst.confirm_valid.count: 19
mchip.chipInterface_inst.password_current: 12
mchip.chipInterface_inst.enter0_sync_.button_dff: 2
mchip.chipInterface_inst.enter1_valid.count: 19
mchip.chipInterface_inst.enter1_sync_.button_dff: 2
mchip.chipInterface_inst.confirm_sync_.button_dff: 2
mchip.chipInterface_inst.password_generator_inst.password: 12
mchip.chipInterface_inst.cnt_current: 32
mchip.chipInterface_inst.inst_OTP_generator.lfsr: 6
mchip.chipInterface_inst.clear_valid.count: 19
mchip.chipInterface_inst.clear_sync_.button_dff: 2
mchip.chipInterface_inst.algorithm_mode_current: 3
mchip.chipInterface_inst.current_state: 8
mchip.chipInterface_inst.wrong_password_time_current: 2
-- placed cells by master (no fill, tap or decap), types with 22 or more instances in the layout --
master | netlist | layout
a21o_1 | 25 | 25
a21oi_1 | 68 | 67
a22o_1 | 25 | 25
a31oi_1 | 23 | 22
and3_1 | 23 | 23
buf_4 | 12 | 27
clkbuf_16 | 0 | 42
clkinvlp_4 | 0 | 194
dfrtp_1 | 183 | 183
ha_1 | 63 | 59
inv_1 | 72 | 69
nand2_1 | 130 | 130
nand3_1 | 67 | 67
nand4_1 | 23 | 23
nor2_1 | 101 | 100
nor3_1 | 41 | 41
o21ai_0 | 120 | 120
or3_1 | 29 | 29
xnor2_1 | 44 | 43
xor2_1 | 29 | 29
-- per-stage QoR --
step	instances	TNS, ns	setup WS, ns	util [%]	instance area [sq um]
CTS	2056	0	0.06391	52.56	16250
floorplan	1436	-106.58	-0.5823	-	12740
finish	2057	0	0.2223	52.86	16340
detailed placement	1786	-106.55	-0.5823	42.39	13100
global route	2057	-0.01042	-0.005930	52.86	16340
global placement	1786	-106.55	-0.5823	42.39	13100
-- critical path: stages (launching register included) --
cell and delay (ns):
dfrtp_1 0.40, ha_4 0.19, fa_1 0.54, inv_2 0.04, fa_1 0.47, fa_1 0.55, inv_1 0.06, ha_4 0.24
a21o_1 0.17, a21oi_2 0.17, xnor2_1 0.08, o21ai_0 0.15, a21oi_1 0.08, a311o_1 0.31
Power figures rest on the tool's default switching activity, not on a simulated workload.
